==> design.v <==
module combine(in, HEX0);
	output logic[6:0] HEX0;
	input logic [3:0] in;
	logic [3:0] bcd;
	assign bcd[0] = in[0];
	assign bcd[1] = in[1];
	assign bcd[2] = in[2];
	assign bcd[3] = in[3];
	seg7 dut (.bcd(bcd[3:0]), .leds(HEX0[6:0]));
endmodule	
module seg7 (bcd, leds);
	input logic [3:0] bcd;
	output logic [6:0] leds;
	always_comb begin case (bcd)
		4'b0000: leds = 7'b1000000;  
		4'b0001: leds = 7'b1111001;  
		4'b0010: leds = 7'b0100100;  
		4'b0011: leds = 7'b0110000;  
		4'b0100: leds = 7'b0011001;  
		4'b0101: leds = 7'b0010010;  
		4'b0110: leds = 7'b0000010;  
		4'b0111: leds = 7'b1111000;  
		4'b1000: leds = 7'b0000000;  
		4'b1001: leds = 7'b0000000;  
		default: leds = 7'bX; endcase
	end
endmodule
==> run.sh <==
#!/bin/bash
# OpenROAD 26Q1-2900-gdf79404cd8, Yosys 0.63+post, stock flow scripts
make -C /OpenROAD-flow-scripts/flow DESIGN_CONFIG=/design/flow/config.mk WORK_HOME=/design/flow/orfs finish
==> config.mk <==
export PLATFORM = sky130hd
export DESIGN_NAME = combine
export DESIGN_NICKNAME = combine
export VERILOG_FILES = /design/flow/design.v
export SDC_FILE = /design/flow/constraint.sdc
export NUM_CORES = 4
export LEC_CHECK = 1
export CORE_AREA = 10 10 70 70
export DIE_AREA = 0 0 80 80
==> constraint.sdc <==
current_design combine

set clk_period 1.5
set clk_io_pct 0.2

create_clock -name clk0 -period $clk_period

set non_clock_inputs [all_inputs -no_clocks]
set_input_delay [expr $clk_period * $clk_io_pct] -clock clk0 $non_clock_inputs
set_output_delay [expr $clk_period * $clk_io_pct] -clock clk0 [all_outputs]
==> impl_metrics.yaml <==
# flow metrics
run_status:
  outcome: "completed"
final_timing:
  fmax_mhz: 693.6
  slew_viol_final: 0
  period_used_pct: 96.12
  setup_tns_ns: 0
  hold_slack_ns: 1.134
  setup_viol: 0
  rsz0062_at_grt: "false"
  final.min_clock_period_ns: 1.442
  hold_viol_final: 0
  slew_headroom_pct: 88.01
  setup_ws_ns: 0.05824
  worst_pin_slew_ns: 0.1798
detailed_routing:
  insertedDiodeCount: 0
  routed_wl_um: 585
  drc: 0
  drt_iter0_drc: 3
  vias: 167
  routed_via_density: 2.114
  detail-route-antenna-nets: 0
  first_pass_iters: 2
  wire_per_inst_um: 7.405
critical_path:
  slowest_stage: "dlygate4sd2_1"
  cpPeakStageDelay_ns: 0.25
  cp-start-kind: "input pin"
  cp_cell_sequence: "buf_6 -> buf_4 -> ha_2 -> nor2b_4 -> nor3_1 -> dlygate4sd2_1"
  required_ns: 1.20
  crit_path_max_fanout: 3
  critPathCaptureType: "primary output"
  worst-setup-path-type: "input pin to primary output"
  arrival_ns: 1.14
synthesis:
  avgSynthCellArea_um2: 7.792
  yosys.area_share.aoi_pct: 10.22
  yosysUniqueCellTypes: 13
  ys_cells: 22
  mux_area_share_pct: 0
  synth_area_um2: 171.4
  synthCells: 22
  ys_sh_xor_pct: 0
  topCombFamilyByArea: "simple AND/OR/NAND/NOR gates"
  top_cells_by_area: "ha_1, nor2b_4, nand2b_1"
  ys_seq_share_pct: 0
  top_area_cell: "ha_1"
  ys_sh_adder_pct: 36.50
  synth_top_area_share_pct: 36.50
  yosys_warnings: 1
  ys_area_um2: 171.4
  simple_gate_share_pct: 42.34
floorplanning:
  core_area_um2: 3416
  initCoreUtil_pct: 5.018
  io_pins: 11
  chipHeight_um: 80
  chipWidth_um: 80
  core.rowCount: 21
  die_area_um2: 6400
finish:
  drive_above_1_share_pct: 33.33
  seq_cells: 0
  syn_to_final_growth_pct: 108.0
  register_area_um2: 0
  nClkBuffers: 0
  stdcell_count: 79
  post-route-util_pct: 10.44
  fin_area_um2: 356.6
pwr:
  peakVddDrop_mv: 0.05617
  power.density_nw_per_um2: 183.2
  cellLeakagePower_nw: 0.1577
  power_mw: 0.06532
grt:
  grt_max_degree: 11
  antenna_found_initial: 0
  grt_pass1_wl_um: 938
  grt_use_total_pct: 1.801
  grt_overflow: 0
  grt_pass1_vias: 165
cts:
  hold_buffers: 0
  post_cts_buffers: 0
place:
  pre_cts_ws_ns: -0.8033
  dp_cells: 79
  dpl-instance-area_um2: 335.3
  portBuffers: 11
  gp_congestion: 0.7627
job:
  drv_cap: 0
  tool_warnings: 36
hold_path:
  hp-class: "input pin to primary output"
[worst max-delay path, delay by kind of cell]
kind / cells / cell delay (ns)
buffers and inverters: 3 / 0.48
and+or+nand+nor: 2 / 0.16
adders and majority gates: 1 / 0.19
[cells by family (layout without fill, tap and decap cells)]
family | Yosys count | in the layout
simple gates | 11 | 11
fa+ha+maj | 5 | 5
buf+inv | 3 | 14
compound gates | 3 | 3
[cell usage in the layout (no fill, tap or decap), drive strengths merged]
| cell | n |
|---|---|
| dlygate4sd2 | 7 |
| ha | 5 |
| nor2b | 3 |
| buf | 3 |
| inv | 2 |
| nand2b | 2 |
| a21oi | 2 |
| clkdlybuf4s15 | 2 |
| nor3 | 2 |
| nor2 | 1 |
| a211oi | 1 |
| nor3b | 1 |
| and3b | 1 |
| nand2 | 1 |
[Yosys cell counts]
| cell | count |
|---|---|
| nand2_1 | 1 |
| a211oi_1 | 1 |
| nor2b_4 | 1 |
| nor2_1 | 1 |
| inv_1 | 2 |
| nor2b_1 | 2 |
| nor3_1 | 2 |
| nand2b_1 | 2 |
| and3b_1 | 1 |
| a21oi_1 | 2 |
| buf_6 | 1 |
| ha_1 | 5 |
| nor3b_1 | 1 |
[worst paths after layout]
check,startpoint,endpoint,slack (ns),depth (start not counted)
hold / removal,in[1],HEX0[6],1.13,4
setup / recovery,in[0],HEX0[5],0.06,6
[report_power, final]
part,internal [mW],switching (mW),leakage (nW)
Combinational,0.0376,0.0278,0.158
Sequential,0,0,0
Clock,0,0,0
[layout make-up]
type | instances | area (µm²)
inverter | 2 | 12.51
multi-input combinational | 19 | 172.7
fill | 405 | 3059
tap | 46 | 57.56
timing repair buffer | 12 | 113.9
[metal layers]
| layer | wire, µm | track usage [%] | part of all wire [%] | vias to the layer above |
|---|---|---|---|---|
| li1 | - | - | - | 96 |
| met1 | 349 | 3.032 | 60 | 61 |
| met2 | 117 | 1.525 | 20 | 10 |
| met3 | 119 | 1.477 | 20 | 0 |
| met4 | 0 | 0 | 0 | 0 |
| met5 | 0 | 0 | 0 | - |
[what timing repair did]
item	CTS	global route
pin swaps	1	0
setup endpoints to repair	7	2
gates resized	29	2
No activity file was given, so power comes from the tool's default toggle rates.
