**config.mk**
```make
export PLATFORM = sky130hd
export DESIGN_NAME = DE1_SoC
export DESIGN_NICKNAME = DE1_SoC
export VERILOG_FILES = /design/flow/design.v
export SDC_FILE = /design/flow/constraint.sdc
export NUM_CORES = 4
export LEC_CHECK = 1
export CORE_AREA = 10 10 70 70
export DIE_AREA = 0 0 80 80
```
**constraint.sdc**
```tcl
current_design DE1_SoC

set clk_period 1.0
set clk_io_pct 0.2

create_clock -name clk0 -period $clk_period

set non_clock_inputs [all_inputs -no_clocks]
set_input_delay [expr $clk_period * $clk_io_pct] -clock clk0 $non_clock_inputs
set_output_delay [expr $clk_period * $clk_io_pct] -clock clk0 [all_outputs]
```
**design.v**
```verilog
module DE1_SoC (HEX0, HEX1, HEX2, HEX3, HEX4, HEX5, KEY, LEDR, SW);
	output logic [6:0] HEX0, HEX1, HEX2, HEX3, HEX4, HEX5;
	output logic [9:0] LEDR;
	input logic [3:0] KEY;
	input logic [9:0] SW;
	logic P, C, U, M;
	logic D, E, S;
	assign M = SW[0];
	assign C = SW[7];
	assign P = SW[8];
	assign U = SW[9];
	assign LEDR[0] = D;
	assign LEDR[1] = S;
	assign D = P | (C&U);
	assign E = ~(P|C) | (C&U);
	assign S = E&(~M);
	logic [3:0] in;
	assign in[0] = SW[6];
	assign in[1] = SW[7];
	assign in[2] = SW[8];
	assign in[3] = 1'b0;
	myDesign dut (.bcd(in), .HEX0(HEX0), .HEX1(HEX1), .HEX2(HEX2), .HEX3(HEX3), .HEX4(HEX4), .HEX5(HEX5));
endmodule
module DE1_SoC_testbench();
	logic [6:0] HEX0, HEX1, HEX2, HEX3, HEX4, HEX5;
	logic [9:0] LEDR;
	logic [3:0] KEY;
	logic [9:0] SW;
	DE1_SoC dut (.HEX0, .HEX1, .HEX2, .HEX3, .HEX4, .HEX5, .KEY, .LEDR, .SW);
	integer i;
	initial begin
	for (i = 0; i < 2**4; i++) begin
		{SW[8], SW[7], SW[6], SW[0]} = i; #10;
	end
end
endmodule
module myDesign(bcd, HEX0, HEX1, HEX2, HEX3, HEX4, HEX5);
	input logic [3:0] bcd;
	output logic[6:0] HEX0, HEX1, HEX2, HEX3, HEX4, HEX5;
	always_comb begin case (bcd)
		4'b0000: HEX5 = 7'b1111111; 
		4'b0001: HEX5 = 7'b1111111; 
		4'b0010: HEX5 = 7'b1111111; 
		4'b0011: HEX5 = 7'b1111111; 
		4'b0100: HEX5 = 7'b1111111; 
		4'b0101: HEX5 = 7'b1111111;
		4'b0110: HEX5 = 7'b1111111; 
		4'b0111: HEX5 = 7'b1111111; 
		4'b1000: HEX5 = 7'b1111111; 
		4'b1001: HEX5 = 7'b1111111;
		default: HEX5 = 7'bx;	endcase
	end
	always_comb begin case (bcd)
		4'b0000: HEX4 = 7'b1111111; 
		4'b0001: HEX4 = 7'b1111111; 
		4'b0010: HEX4 = 7'b1111111; 
		4'b0011: HEX4 = 7'b1111111; 
		4'b0100: HEX4 = 7'b1111111; 
		4'b0101: HEX4 = 7'b1111111;
		4'b0110: HEX4 = 7'b1111111; 
		4'b0111: HEX4 = 7'b1111111; 
		4'b1000: HEX4 = 7'b1111111; 
		4'b1001: HEX4 = 7'b1111111;
		default: HEX4 = 7'bx;	endcase
	end
	always_comb begin case (bcd)
		4'b0000: HEX3 = 7'b1000110;  
		4'b0001: HEX3 = 7'b1000110;  
		4'b0010: HEX3 = 7'b1000110;  
		4'b0011: HEX3 = 7'b0100001;  
		4'b0100: HEX3 = 7'b1111111; 
		4'b0101: HEX3 = 7'b1111111;
		4'b0110: HEX3 = 7'b1111111; 
		4'b0111: HEX3 = 7'b1111111; 
		4'b1000: HEX3 = 7'b1111111; 
		4'b1001: HEX3 = 7'b1111111;
		default: HEX3 = 7'bx;	endcase
	end
	always_comb begin case (bcd)
		4'b0000: HEX2 = 7'b0001000;  
		4'b0001: HEX2 = 7'b1000000;  
		4'b0010: HEX2 = 7'b1000001;  
		4'b0011: HEX2 = 7'b1001111;  
		4'b0100: HEX2 = 7'b1001111;  
		4'b0101: HEX2 = 7'b0001100;  
		4'b0110: HEX2 = 7'b1111111; 
		4'b0111: HEX2 = 7'b1111111; 
		4'b1000: HEX2 = 7'b1111111; 
		4'b1001: HEX2 = 7'b1111111;
		default: HEX2 = 7'bx;	endcase
	end
	always_comb begin case (bcd)
		4'b0000: HEX1 = 7'b0010010;  
		4'b0001: HEX1 = 7'b1001000;  
		4'b0010: HEX1 = 7'b0000011;  
		4'b0011: HEX1 = 7'b1000110;  
		4'b0100: HEX1 = 7'b1000110;  
		4'b0101: HEX1 = 7'b1001111;  
		4'b0110: HEX1 = 7'b1111111; 
		4'b0111: HEX1 = 7'b1111111; 
		4'b1000: HEX1 = 7'b1111111; 
		4'b1001: HEX1 = 7'b1111111;
		default: HEX1 = 7'bx;	endcase
	end
	always_comb begin case (bcd)
		4'b0000: HEX0 = 7'b0000110;  
		4'b0001: HEX0 = 7'b0000110;  
		4'b0010: HEX0 = 7'b0000110;  
		4'b0011: HEX0 = 7'b0000110;  
		4'b0100: HEX0 = 7'b0000110;  
		4'b0101: HEX0 = 7'b0000110;  
		4'b0110: HEX0 = 7'b1111111; 
		4'b0111: HEX0 = 7'b1111111; 
		4'b1000: HEX0 = 7'b1111111; 
		4'b1001: HEX0 = 7'b1111111;
		default: HEX0 = 7'bx;	endcase
	end
endmodule
```
**run.sh**
```bash
#!/bin/bash
# OpenROAD 26Q1-2900-gdf79404cd8, Yosys 0.63+post, stock flow scripts
make -C /OpenROAD-flow-scripts/flow DESIGN_CONFIG=/design/flow/config.mk WORK_HOME=/design/flow/orfs finish
```
==> impl_metrics.py <==
# Physical implementation metrics
metrics = {
    "run_status": {
        "status": "finished, violations left",
        "failed_checks": "setup timing",
    },
    "global_routing": {
        "grt_max_degree": 7,
        "overflow": 0,
        "track_usage_pct": 3.81,
        "first_global_vias": 482,
        "antenna_found_initial": 0,
        "grt_pass1_wl_um": 2130,
    },
    "flow_run": {
        "maxCapViolations": 0,
        "warning_count": 47,
    },
    "drt": {
        "final_antenna_net_count": 0,
        "drc": 0,
        "viasPerCell": 3.02,
        "wl_per_cell_um": 10.2,
        "vias": 441,
        "num_antenna_cells": 0,
        "drt-initial-drc-count": 6,
        "wirelength_um": 1480,
        "dr.pass1.iters": 3,
    },
    "critical_path": {
        "critPathArrivalTime_ns": 0.98,
        "crit_start": "SW[7]",
        "critPathLaunchType": "primary input",
        "worst_ep_required_time_ns": 0.80,
        "crit_fanout": 6,
        "endpoint_kind": "primary output",
        "criticalPathCategory": "primary input to primary output",
    },
    "yosys": {
        "ys_cells": 69,
        "topCombFamilyByArea": "buffers and inverters",
        "most_common_cell": "buf_4",
        "synth_warnings": 9,
        "ys_sh_xor_pct": 0,
        "synth_top_area_share_pct": 61.2,
        "synth_chip_area_um2": 503,
        "syn_inst": 69,
        "avgSynthCellArea_um2": 7.29,
        "largest_area_cell": "buf_4",
        "ys_sh_mux_pct": 6.22,
        "adder_share_pct": 12.4,
        "area_leaders": "buf_4 (61%), ha_1 (12%), nand2b_1 (5.0%)",
        "ys_seq_share_pct": 0,
        "top_cells_by_count": "buf_4 (41), ha_1 (5), inv_1 (4), nand2b_1 (4)",
        "ys_sh_aoi_pct": 4.73,
        "syn_area_um2": 503,
        "ys_types": 12,
        "synth.cellmix.simpleShare_pct": 10.9,
    },
    "sta": {
        "period_used_pct": 118,
        "rsz0062_at_grt": "yes",
        "setup_viol": 11,
        "finalHoldViolCount": 0,
        "final.setup.worst_slack_ns": -0.182,
        "fmax_mhz": 846,
        "min_period_ns": 1.18,
        "slew_viol_final": 0,
    },
    "worst_hold_path": {
        "holdCritPathClass": "primary input to primary output",
        "min_to": "LEDR[0]",
        "holdCritStartpoint": "SW[8]",
        "worstHoldPathCells": 4,
    },
    "placement": {
        "dp_hpwl_um": 1210,
        "place_congestion": 0.747,
        "numPortBuffers": 33,
        "place_worst_setup_slack_ns": -0.854,
        "place_area_um2": 711,
    },
    "cells_and_area": {
        "fill_cells": 368,
        "final-comb-area_um2": 330,
        "n_clock_buffer": 0,
        "seq_cell_count": 0,
        "drive_above_1_share_pct": 55.0,
        "area_growth_pct": 71.4,
        "final_cell_area_um2": 862,
        "seq_area_um2": 0,
    },
    "pwr": {
        "power_uw": 275,
        "ir_drop_mv": 0.0510,
        "p_leak_nw": 0.462,
        "p_per_area_nw_per_um2": 319,
    },
    "die": {
        "fp-utilization_pct": 14.7,
        "num_rows": 21,
        "die_y_um": 80,
        "core_area_um2": 3420,
        "dieArea_um2": 6400,
        "die_w_um": 80,
        "io_pins": 66,
    },
    "cts": {
        "cts_hold_buf": 0,
    },
}
-- cell type report --
class / count / share of cell area [%]
inverter: 4 / 2.61
timing repair buffer: 50 / 52.4
tap: 46 / 6.68
multi-input combinational: 46 / 38.3
-- what timing repair did --
| item | 4_1_cts | 5_1_grt |
|---|---|---|
| endpoints found under the setup margin | 28 | 15 |
| gates resized | 117 | 16 |
| pin swaps | 5 | 2 |
| buffers inserted | 10 | 2 |
-- power breakdown --
part	total, mW	internal, mW	switching (mW)
Clock	0	0	0
Combinational	0.275	0.180	0.0948
Sequential	0	0	0
Total	0.275	0.180	0.0948
-- metrics by stage --
stage | std cells | utilization [%] | hold slack [ns] | setup TNS [ns]
after detailed placement | 135 | 20.8 | 1.31 | -22.16
after CTS | 144 | 22.9 | 0.735 | -1.34
final | 146 | 25.2 | 0.748 | -1.33
after floorplan | 91 | - | 0.426 | 0
after global routing | 146 | 25.2 | 0.767 | -1.77
after global placement | 135 | 20.8 | 1.32 | -21.97
-- cell families (layout without fill, tap and decap cells) --
group,after synthesis,in the layout
simple gates,10,10
mux,3,3
compound gates,4,4
buf+inv,45,54
other cells,2,24
fa+ha+maj,5,5
-- how the worst max path moves through the flow --
stage / slack (ns) / depth (start not counted) / endpoint
after global routing: -0.21 / 6 / LEDR[1]
final: -0.18 / 6 / LEDR[1]
after CTS: -0.18 / 4 / HEX2[1]
-- cell usage in the layout, fill, tap and decap left out --
| cell | synthesis | routed |
|---|---|---|
| nand2_2 | 0 | 2 |
| buf_6 | 0 | 12 |
| ha_4 | 0 | 3 |
| inv_1 | 4 | 1 |
| clkbuf_2 | 0 | 1 |
| clkdlybuf4s15_1 | 0 | 1 |
| ha_1 | 5 | 2 |
| or2_1 | 2 | 2 |
| mux2i_1 | 2 | 2 |
| o21ai_2 | 0 | 1 |
| clkdlybuf4s50_1 | 0 | 1 |
| or2_4 | 0 | 1 |
| nand2_4 | 0 | 1 |
| nand2b_4 | 0 | 1 |
| a21oi_2 | 1 | 1 |
| buf_4 | 41 | 6 |
| mux2_4 | 0 | 1 |
| buf_12 | 0 | 3 |
| dlygate4sd2_1 | 0 | 7 |
| inv_4 | 0 | 3 |
| conb_1 | 2 | 24 |
| buf_2 | 0 | 16 |
| nand2b_1 | 4 | 3 |
| o21ai_1 | 0 | 2 |
| buf_8 | 0 | 3 |
-- layer usage --
layer  track usage (%)  routed length [um]  vias up
met3              1.70                 198        0
li1                  -                   -      207
met2              6.58                 658       37
met4                 0                   0        0
met5                 0                   0        -
met1              4.48                 626      197
-- worst max-delay path, stage by stage --
cell     delay [ns]
buf_8          0.10
buf_8          0.12
buf_4          0.13
or2_1          0.21
a21oi_2        0.11
buf_2          0.10
No activity file was given, so power comes from the tool's default toggle rates.
